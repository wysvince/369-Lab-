$ cat flow/config.mk
export PLATFORM = sky130hd
export DESIGN_NAME = InstructionFetchUnit
export DESIGN_NICKNAME = InstructionFetchUnit
export VERILOG_FILES = /design/flow/design.v
export SDC_FILE = /design/flow/constraint.sdc
export NUM_CORES = 4
export LEC_CHECK = 1
export CORE_UTILIZATION = 50
export SYNTH_MEMORY_MAX_BITS = 65536
$ cat flow/design.v
`timescale 1ns / 1ps
module InstructionFetchUnit(BranchResult, EXMEM_in, PCAdder_out, Instruction_out, Rst, Clk);
    input wire Rst, Clk, BranchResult;
    input wire [31:0] EXMEM_in;
    output wire [31:0] Instruction_out;
    output reg [31:0] PCAdder_out;
    wire [31:0] PCSrc_PC, PC_IM, PC_PCAdder, PCAdder_PCSrc;
    InstructionMemory InstructionMemory_1(PC_IM, Instruction_out);
    ProgramCounter ProgramCounter_1(PCSrc_PC, PC_IM, Rst, Clk);
    PCAdder PCAdder_1(PC_IM, PCAdder_PCSrc);
    always@(PCAdder_PCSrc) begin
        PCAdder_out <= PCAdder_PCSrc;
    end
    Mux32Bit2To1 PCSrc(PCSrc_PC, PCAdder_PCSrc, EXMEM_in, BranchResult);
endmodule
`timescale 1ns / 1ps
module InstructionMemory(Address, Instruction); 
    input [31:0] Address;         
    output reg [31:0] Instruction;     
    reg [31:0] memory[0:500];
    reg [31:0] temp;
    initial begin
    memory[0] = 32'h0; 
    memory[1] = 32'h0 ;  
    memory[2] = 32'h0 ;  
    memory[3] = 32'h0 ;  
    memory[4] = 32'h0 ;  
    memory[5] = 32'h0 ;  
    memory[6] = 32'h8000018 ;  
    memory[7] = 32'h0 ;  
    memory[8] = 32'h0 ;  
    memory[9] = 32'h0 ;  
    memory[10] = 32'h0 ;  
    memory[11] = 32'h0 ;  
    memory[12] = 32'h2004000a ;  
    memory[13] = 32'h0 ;  
    memory[14] = 32'h0 ;  
    memory[15] = 32'h0 ;  
    memory[16] = 32'h0 ;  
    memory[17] = 32'h0 ;  
    memory[18] = 32'h2004000a ;  
    memory[19] = 32'h0 ;  
    memory[20] = 32'h0 ;  
    memory[21] = 32'h0 ;  
    memory[22] = 32'h0 ;  
    memory[23] = 32'h0 ;  
    memory[24] = 32'h8c900004 ;  
    memory[25] = 32'h0 ;  
    memory[26] = 32'h0 ;  
    memory[27] = 32'h0 ;  
    memory[28] = 32'h0 ;  
    memory[29] = 32'h0 ;  
    memory[30] = 32'h8c900008 ;  
    memory[31] = 32'h0 ;  
    memory[32] = 32'h0 ;  
    memory[33] = 32'h0 ;  
    memory[34] = 32'h0 ;  
    memory[35] = 32'h0 ;  
    memory[36] = 32'hac900000 ;  
    memory[37] = 32'h0 ;  
    memory[38] = 32'h0 ;  
    memory[39] = 32'h0 ;  
    memory[40] = 32'h0 ;  
    memory[41] = 32'h0 ;  
    memory[42] = 32'hac90000c ;  
    memory[43] = 32'h0 ;  
    memory[44] = 32'h0 ;  
    memory[45] = 32'h0 ;  
    memory[46] = 32'h0 ;  
    memory[47] = 32'h0 ;  
    memory[48] = 32'h8c910000 ;  
    memory[49] = 32'h0 ;  
    memory[50] = 32'h0 ;  
    memory[51] = 32'h0 ;  
    memory[52] = 32'h0 ;  
    memory[53] = 32'h0 ;  
    memory[54] = 32'h8c92000c ;  
    memory[55] = 32'h0 ;  
    memory[56] = 32'h0 ;  
    memory[57] = 32'h0 ;  
    memory[58] = 32'h0 ;  
    memory[59] = 32'h0 ;  
    memory[60] = 32'h12000017 ;  
    memory[61] = 32'h0 ;  
    memory[62] = 32'h0 ;  
    memory[63] = 32'h0 ;  
    memory[64] = 32'h0 ;  
    memory[65] = 32'h0 ;  
    memory[66] = 32'h2008820 ;  
    memory[67] = 32'h0 ;  
    memory[68] = 32'h0 ;  
    memory[69] = 32'h0 ;  
    memory[70] = 32'h0 ;  
    memory[71] = 32'h0 ;  
    memory[72] = 32'h1211000b ;  
    memory[73] = 32'h0 ;  
    memory[74] = 32'h0 ;  
    memory[75] = 32'h0 ;  
    memory[76] = 32'h0 ;  
    memory[77] = 32'h0 ;  
    memory[78] = 32'h8000140 ;  
    memory[79] = 32'h0 ;  
    memory[80] = 32'h0 ;  
    memory[81] = 32'h0 ;  
    memory[82] = 32'h0 ;  
    memory[83] = 32'h0 ;  
    memory[84] = 32'h2010ffff ;  
    memory[85] = 32'h0 ;  
    memory[86] = 32'h0 ;  
    memory[87] = 32'h0 ;  
    memory[88] = 32'h0 ;  
    memory[89] = 32'h0 ;  
    memory[90] = 32'h601ffbd;  
    memory[91] = 32'h0 ;  
    memory[92] = 32'h0 ;  
    memory[93] = 32'h0 ;  
    memory[94] = 32'h0 ;  
    memory[95] = 32'h0 ;  
    memory[96] = 32'h22100001 ;  
    memory[97] = 32'h0 ;  
    memory[98] = 32'h0 ;  
    memory[99] = 32'h0 ;  
    memory[100] = 32'h0 ;  
    memory[101] = 32'h0 ;  
    memory[102] = 32'h601000b ;  
    memory[103] = 32'h0 ;  
    memory[104] = 32'h0 ;  
    memory[105] = 32'h0 ;  
    memory[106] = 32'h0 ;  
    memory[107] = 32'h0 ;  
    memory[108] = 32'h8000140 ;  
    memory[109] = 32'h0 ;  
    memory[110] = 32'h0 ;  
    memory[111] = 32'h0 ;  
    memory[112] = 32'h0 ;  
    memory[113] = 32'h0 ;  
    memory[114] = 32'h2010ffff ;  
    memory[115] = 32'h0 ;  
    memory[116] = 32'h0 ;  
    memory[117] = 32'h0 ;  
    memory[118] = 32'h0 ;  
    memory[119] = 32'h0 ;  
    memory[120] = 32'h1e000019 ;  
    memory[121] = 32'h0;  
    memory[122] = 32'h0 ;  
    memory[123] = 32'h0 ;  
    memory[124] = 32'h0 ;  
    memory[125] = 32'h0 ;  
    memory[126] = 32'h0 ;  
    memory[127] = 32'h20100001 ;  
    memory[128] = 32'h0 ;  
    memory[129] = 32'h0 ;  
    memory[130] = 32'h0 ;  
    memory[131] = 32'h0 ;  
    memory[132] = 32'h0 ;  
    memory[133] = 32'b00011110000000000000000000001100 ;  
    memory[134] = 32'h0;  
    memory[135] = 32'h0 ;  
    memory[136] = 32'h0 ;  
    memory[137] = 32'h0 ;  
    memory[138] = 32'h0 ;  
    memory[139] = 32'h0 ;  
    memory[140] = 32'h8000140 ;  
    memory[141] = 32'h0 ;  
    memory[142] = 32'h0 ;  
    memory[143] = 32'h0 ;  
    memory[144] = 32'h0 ;  
    memory[145] = 32'h0 ;  
    memory[146] = 32'h6000017 ;  
    memory[147] = 32'h0 ;  
    memory[148] = 32'h0 ;  
    memory[149] = 32'h0 ;  
    memory[150] = 32'h0 ;  
    memory[151] = 32'h0 ;  
    memory[152] = 32'h2010ffff ;  
    memory[153] = 32'h0 ;  
    memory[154] = 32'h0 ;  
    memory[155] = 32'h0 ;  
    memory[156] = 32'h0 ;  
    memory[157] = 32'h0 ;  
    memory[158] = 32'h600000b ;  
    memory[159] = 32'h0 ;  
    memory[160] = 32'h0 ;  
    memory[161] = 32'h0 ;  
    memory[162] = 32'h0 ;  
    memory[163] = 32'h0 ;  
    memory[164] = 32'h8000140 ;  
    memory[165] = 32'h0 ;  
    memory[166] = 32'h0 ;  
    memory[167] = 32'h0 ;  
    memory[168] = 32'h0 ;  
    memory[169] = 32'h0 ;  
    memory[170] = 32'h2011ffff ;  
    memory[171] = 32'h0 ;  
    memory[172] = 32'h0 ;  
    memory[173] = 32'h0 ;  
    memory[174] = 32'h0 ;  
    memory[175] = 32'h0 ;  
    memory[176] = 32'h16110011 ;  
    memory[177] = 32'h0 ;  
    memory[178] = 32'h0 ;  
    memory[179] = 32'h0 ;  
    memory[180] = 32'h0 ;  
    memory[181] = 32'h0 ;  
    memory[182] = 32'h1600000b ;  
    memory[183] = 32'h0 ;  
    memory[184] = 32'h0 ;  
    memory[185] = 32'h0 ;  
    memory[186] = 32'h0 ;  
    memory[187] = 32'h0 ;  
    memory[188] = 32'h8000140 ;  
    memory[189] = 32'h0 ;  
    memory[190] = 32'h0 ;  
    memory[191] = 32'h0 ;  
    memory[192] = 32'h0 ;  
    memory[193] = 32'h0 ;  
    memory[194] = 32'h20100080 ;  
    memory[195] = 32'h0 ;  
    memory[196] = 32'h0 ;  
    memory[197] = 32'h0 ;  
    memory[198] = 32'h0 ;  
    memory[199] = 32'h0 ;  
    memory[200] = 32'ha0900000 ;  
    memory[201] = 32'h0 ;  
    memory[202] = 32'h0 ;  
    memory[203] = 32'h0 ;  
    memory[204] = 32'h0 ;  
    memory[205] = 32'h0 ;  
    memory[206] = 32'h80900000 ;  
    memory[207] = 32'h0 ;  
    memory[208] = 32'h0 ;  
    memory[209] = 32'h0 ;  
    memory[210] = 32'h0 ;  
    memory[211] = 32'h0 ;  
    memory[212] = 32'h1a00000b ;  
    memory[213] = 32'h0 ;  
    memory[214] = 32'h0 ;  
    memory[215] = 32'h0 ;  
    memory[216] = 32'h0 ;  
    memory[217] = 32'h0 ;  
    memory[218] = 32'h8000140 ;  
    memory[219] = 32'h0 ;  
    memory[220] = 32'h0 ;  
    memory[221] = 32'h0 ;  
    memory[222] = 32'h0 ;  
    memory[223] = 32'h0 ;  
    memory[224] = 32'h2010ffff ;  
    memory[225] = 32'h0 ;  
    memory[226] = 32'h0 ;  
    memory[227] = 32'h0 ;  
    memory[228] = 32'h0 ;  
    memory[229] = 32'h0 ;  
    memory[230] = 32'ha4900000 ;  
    memory[231] = 32'h0 ;  
    memory[232] = 32'h0 ;  
    memory[233] = 32'h0 ;  
    memory[234] = 32'h0 ;  
    memory[235] = 32'h0 ;  
    memory[236] = 32'h20100000 ;  
    memory[237] = 32'h0 ;  
    memory[238] = 32'h0 ;  
    memory[239] = 32'h0 ;  
    memory[240] = 32'h0 ;  
    memory[241] = 32'h0 ;  
    memory[242] = 32'h84900000 ;  
    memory[243] = 32'h0 ;  
    memory[244] = 32'h0 ;  
    memory[245] = 32'h0 ;  
    memory[246] = 32'h0 ;  
    memory[247] = 32'h0 ;  
    memory[248] = 32'h1a00000b ;  
    memory[249] = 32'h0 ;  
    memory[250] = 32'h0 ;  
    memory[251] = 32'h0 ;  
    memory[252] = 32'h0 ;  
    memory[253] = 32'h0 ;  
    memory[254] = 32'h8000140 ;  
    memory[255] = 32'h0 ;  
    memory[256] = 32'h0 ;  
    memory[257] = 32'h0 ;  
    memory[258] = 32'h0 ;  
    memory[259] = 32'h0 ;  
    memory[260] = 32'h2010ffff ;  
    memory[261] = 32'h0 ;  
    memory[262] = 32'h0 ;  
    memory[263] = 32'h0 ;  
    memory[264] = 32'h0 ;  
    memory[265] = 32'h0 ;  
    memory[266] = 32'h3c100001 ;  
    memory[267] = 32'h0 ;  
    memory[268] = 32'h0 ;  
    memory[269] = 32'h0 ;  
    memory[270] = 32'h0 ;  
    memory[271] = 32'h0 ;  
    memory[272] = 32'h601000b ;  
    memory[273] = 32'h0 ;  
    memory[274] = 32'h0 ;  
    memory[275] = 32'h0 ;  
    memory[276] = 32'h0 ;  
    memory[277] = 32'h0 ;  
    memory[278] = 32'h8000140 ;  
    memory[279] = 32'h0 ;  
    memory[280] = 32'h0 ;  
    memory[281] = 32'h0 ;  
    memory[282] = 32'h0 ;  
    memory[283] = 32'h0 ;  
    memory[284] = 32'h8000128 ;  
    memory[285] = 32'h0 ;  
    memory[286] = 32'h0 ;  
    memory[287] = 32'h0 ;  
    memory[288] = 32'h0 ;  
    memory[289] = 32'h0 ;  
    memory[290] = 32'h2210fffe ;  
    memory[291] = 32'h0 ;  
    memory[292] = 32'h0 ;  
    memory[293] = 32'h0 ;  
    memory[294] = 32'h0 ;  
    memory[295] = 32'h0 ;  
    memory[296] = 32'hc000134 ;  
    memory[297] = 32'h0 ;  
    memory[298] = 32'h0 ;  
    memory[299] = 32'h0 ;  
    memory[300] = 32'h0 ;  
    memory[301] = 32'h0 ;  
    memory[302] = 32'h8000018 ;  
    memory[303] = 32'h0 ;  
    memory[304] = 32'h0 ;  
    memory[305] = 32'h0 ;  
    memory[306] = 32'h0 ;  
    memory[307] = 32'h0 ;  
    memory[308] = 32'h0 ;  
    memory[309] = 32'h0 ;  
    memory[310] = 32'h3e00008 ;  
    memory[311] = 32'h0 ;  
    memory[312] = 32'h0 ;  
    memory[313] = 32'h0 ;  
    memory[314] = 32'h0 ;  
    memory[315] = 32'h0 ;  
    memory[316] = 32'h8000140 ;  
    memory[317] = 32'h0 ;  
    memory[318] = 32'h0 ;  
    memory[319] = 32'h0 ;  
    memory[320] = 32'h0 ;  
    memory[321] = 32'h0 ;  
    memory[322] = 32'h8 ;  
    memory[323] = 32'h0 ;  
    memory[324] = 32'h0 ;  
    memory[325] = 32'h0 ;  
    memory[326] = 32'h0 ;  
    memory[327] = 32'h0 ;  
    end
    always @(Address) begin
        temp = Address >> 2;
        Instruction <= memory[temp];
    end
endmodule
`timescale 1ns / 1ps
module Mux32Bit2To1(out, inA, inB, sel);
    output reg [31:0] out;
    input [31:0] inA;
    input [31:0] inB;
    input sel;
    always@(*) begin
        out <= 32'dx; 
        if(sel == 0) begin
            out <= inA;
        end
        else if (sel == 1) begin 
            out <= inB;
        end
    end        
endmodule
`timescale 1ns / 1ps
module PCAdder(PCResult, PCAddResult);
    input [31:0] PCResult;
    output reg [31:0] PCAddResult;
    initial begin
        PCAddResult <= 0;
    end
    always @(PCResult) begin
        PCAddResult <= PCResult + 32'd4;
    end
endmodule
`timescale 1ns / 1ps
module ProgramCounter(Address, PCResult, Rst, Clk);
    input Rst, Clk;
	input [31:0] Address;
	output reg [31:0] PCResult;
    always @(posedge Clk)begin
        if(Rst == 1) begin
                PCResult <= 0;
        end
        else begin
                PCResult <= Address;
        end
    end
endmodule
$ cat flow/run.sh
#!/bin/bash
# OpenROAD 26Q1-2900-gdf79404cd8, Yosys 0.63+post, stock flow scripts
make -C /OpenROAD-flow-scripts/flow DESIGN_CONFIG=/design/flow/config.mk WORK_HOME=/design/flow/orfs finish
$ cat flow/constraint.sdc
current_design InstructionFetchUnit

set clk_period 5.3
set clk_io_pct 0.2

create_clock -name clk0 -period $clk_period [get_ports {Clk}]

set non_clock_inputs [all_inputs -no_clocks]
set_input_delay [expr $clk_period * $clk_io_pct] -clock clk0 $non_clock_inputs
set_output_delay [expr $clk_period * $clk_io_pct] -clock clk0 [all_outputs]
==> ci_impl_report.md <==
### Yosys + OpenROAD results

| Metric | Value |
|---|---|
| Vias in the first global route | `4,252` |
| Via count | `4,604` |
| Area growth syn-to-layout | `24.3%` |
| Share of cells above drive strength 1 | `8.96%` |
| RePlAce Congestion | `1.09` |
| Met2 usage | `50.0%` |
| Initial DRC Count | `649` |
| Antenna Nets Post-Route | `0` |
| Core ar. | `0.00785 mm^2` |
| Via-to-Cell Ratio | `6.33` |
| # setup viols final | `0` |
| DPL Wire Length | `10.3 mm` |
| Routed wire length | `13.9 mm` |
| Longest Clk Path Bufs | `2` |
| Cell Chain, Critical Path | `ha_1 -> nand4_2 -> nor4_1 -> nand2_1 -> nor2_1 -> nand2_1 -> xnor2_1 -> clkdlybuf4s50_1` |
| Netlist Area Pre-Place | `0.00414 mm^2` |
| Worst Clk Skew | `10.1 ps` |
| Register area | `0.00110 mm^2` |
| CTS H-tree depth | `2` |
| CTS Root Buffer Type | `clkbuf_8` |
| Crit share post-route | `81.5%` |
| Largest net degree at the start of global routing | `38` |
| Starting Density | `52.8%` |
| Dominant register cell | `dfxtp_1` |
| Worst-path maximum fanout | `7` |
| Tot GR Track Use | `32.5%` |
| GRT met1 Usage | `46.6%` |
| # Cells Yosys | `555` |
| Cells after synthesis | `555` |
| Total CTS buffers | `5` |
| Die area | `0.00865 mm^2` |
| Flops out of synthesis | `55` |
| Setup WS post-layout | `980 ps` |
| Setup TNS | `0 ps` |
| Pleak | `1.88 nW` |
| RSZ-0062 raised after global routing | `no` |
| Yosys top cell by area | `dfxtp_1` |
| Most instantiated cells after synthesis | `70 x nand2_1, 58 x nor2_1, 55 x dfxtp_1, 42 x a21oi_1, 29 x o21ai_0` |
| Pin slew with the least headroom to its limit | `927 ps` |
| Critical path launch point type | `flop` |
| First-pass GRT wire length | `21.6 mm` |
| Pins Over Slew Limit | `0` |
| Dpl ws | `971 ps` |
| Hold/Removal Path Class | `flop to flop` |
| Worst IR Drop VDD | `146 uV` |
| Slew HR | `37.6%` |
| CP required | `4240 ps` |
| Reg clk slew, reported paths | `110 ps` |
| Number of enable flip-flop cells | `0` |
| Seq share, synth | `26.6%` |
| Die height | `93.0 um` |
| Initial antenna violation count | `0` |
| CP peak stage delay | `590 ps` |
| Average size of a mapped cell | `7.46 um^2` |
| DR pass1 iterations | `5` |
| CTS tree | `built` |
| CTS sink cnt | `55` |
| Buffers & Inverters on Critical Path | `1` |
| Setup bufs post-CTS | `0` |
| Kind of end point of the critical path | `output port` |
| Fillers | `643` |
| Placed inst area | `0.00505 mm^2` |
| Top cells, area | `dfxtp_1 27%, nand2_1 6.3%, nor2_1 5.3%, a21oi_1 5.1%, xnor2_1 4.0%` |
| Hold_buf cts | `0` |
| Chip Width | `93.0 um` |
| Worst-Skew Late Latency | `320 ps` |
| Synth warn | `5` |
| CP max-delay cell | `nor4_1` |
| Diode count | `0` |
| Fmax | `0.231 GHz` |
| P per Cell Area | `200 mW/mm^2` |
| Row count | `32` |
| Min Clock Period, post-route | `4320 ps` |
| Top-area cell share | `26.6%` |
| Post-CTS Resized | `0` |
| Finished Cell Area | `0.00514 mm^2` |
| Count of buffers from port buffering | `96` |
| Top delay family on crit path | `simple AND/OR/NAND/NOR gates` |
| Max-cap viol count | `0` |
| DRC viols | `0` |
| Yosys top cell by instances | `nand2_1` |
| WS Path Type | `flop to output port` |
| Gr ovfl total | `0` |
| Post-synth ARST share | `0%` |
| Status | `finished clean` |
| Netlist cell types | `82` |
| GRT Max-Usage Layer | `met2` |
| Final Hold Viols | `0` |
| MI comb area | `0.00273 mm^2` |
| M3 GR Usage | `6.95%` |
| Drt wl/cell | `19.1 um` |
| Yosys Chip Area | `0.00414 mm^2` |
| Boundary Pins | `99` |
| Most Frequent Cell on Critical Path | `nand2_1` |
| Worst EP arrival | `3260 ps` |
| Log Warnings | `27` |
[worst paths after layout]
check	slack, ps	start	depth (start not counted)	end
max	980	ProgramCounter_1.PCResult[2]$_SDFF_PP0_	8	PCAdder_out[26]
min reg2reg	510	ProgramCounter_1.PCResult[1]$_SDFFE_PP0P_	2	ProgramCounter_1.PCResult[1]$_SDFFE_PP0P_
min	510	ProgramCounter_1.PCResult[1]$_SDFFE_PP0P_	2	ProgramCounter_1.PCResult[1]$_SDFFE_PP0P_
max reg2reg	1910	ProgramCounter_1.PCResult[2]$_SDFF_PP0_	9	Instruction_out[7]$_DFF_P_
[registers in the layout, summed over array words and instances, names as in the netlist]
register                   count
Instruction_out               23
ProgramCounter_1.PCResult     32
[layer usage]
layer	wire length, um	up-vias	part of all wire [%]
met4	469	0	3.4
met5	0	-	0
met2	6080	306	44
met3	1460	47	10
li1	-	2132	-
met1	5850	2119	42
[logic make-up after synthesis]
group / Yosys count / synth area share (%)
simple gates: 235 / 28.2
mux: 13 / 3.14
compound gates: 164 / 28.3
buf+inv: 60 / 7.65
fa+ha+maj: 1 / 0.302
flops: 55 / 26.6
xor+xnor: 26 / 5.68
other cells: 1 / 0.0906
[through the flow]
step | cells | power (mW) | hold WS (ps) | util (%)
floorplan | 556 | 0.648 | 462 | -
global placement | 719 | 0.781 | 472 | 64.4
detailed placement | 719 | 0.779 | 485 | 64.4
CTS | 727 | 1.02 | 513 | 65.6
global route | 727 | 1.08 | 554 | 65.6
finish | 727 | 1.03 | 509 | 65.6
[where the power goes]
group | switching, mW | total, mW | internal (mW) | leakage (nW)
registers | 0.0213 | 0.462 | 0.441 | 0.453
clock network | 0.152 | 0.249 | 0.0961 | 0.0489
logic | 0.174 | 0.318 | 0.144 | 1.38
total | 0.348 | 1.03 | 0.681 | 1.88
[layout make-up]
| type | instances | area share [%] |
|---|---|---|
| repair buffers | 107 | 20.3 |
| flip-flops and latches | 55 | 21.4 |
| well taps | 102 | 2.48 |
| multi-input cells | 441 | 53.0 |
| inverters | 14 | 1.07 |
| clock inverters | 3 | 0.438 |
| clock buffers | 5 | 1.34 |
[cells in the final DEF (no fill, tap or decap), drive strengths merged, types with 7 or more instances in the layout]
cell type and count:
nand4 7, nor4 7, a31oi 9, a21oi 43, nor3 19, nand3 23, or3 8, nand2 73
dfxtp 55, or2 10, xnor2 20, inv 15, o2111ai 7, o21ai 35, nor2 60, o211ai 7
o22ai 7, mux2i 13, clkdlybuf4s50 96, buf 11, a211oi 8
[tightest hold or removal path, cell delays in order (launching register included)]
cell	delay, ps
dfxtp_1	340
mux2i_1	70
nor2_1	70
Power and IR drop assume default switching activity.
