--- /design/flow/config.mk ---
export PLATFORM = sky130hd
export DESIGN_NAME = Memory_Stage
export DESIGN_NICKNAME = Memory_Stage
export VERILOG_FILES = /design/flow/design.v
export SDC_FILE = /design/flow/constraint.sdc
export NUM_CORES = 4
export LEC_CHECK = 1
export CORE_AREA = 10 10 86 86
export DIE_AREA = 0 0 96 96
export SYNTH_MEMORY_MAX_BITS = 65536
--- /design/flow/constraint.sdc ---
current_design Memory_Stage

set clk_period 1.0
set clk_io_pct 0.2

create_clock -name clk0 -period $clk_period [get_ports {Clk}]

set non_clock_inputs [all_inputs -no_clocks]
set_input_delay [expr $clk_period * $clk_io_pct] -clock clk0 $non_clock_inputs
set_output_delay [expr $clk_period * $clk_io_pct] -clock clk0 [all_outputs]
--- /design/flow/design.v ---
`timescale 1ns / 1ps
module Branch(A, B, BranchResult);
    input A, B;
    output reg BranchResult;
    always @(A,B) begin
        BranchResult <= A & B;
    end
endmodule
`timescale 1ns / 1ps
module DataMemory(Address, WriteData, Clk, MemWrite, MemRead, ReadData_out); 
    input [31:0] Address; 	 
    input [31:0] WriteData;  
    input Clk;
    input MemWrite; 		 
    input MemRead; 			 
    integer i = 0;
    output reg[31:0] ReadData_out;  
    reg [31:0] Index;
    reg [31:0] memory [0:1023];
    initial begin
        for(i = 0; i< 1024;i=i+1)begin
            if(i == 0) begin
                memory[i] <= 32'h00000000; 
            end
            else if(i == 1) begin
                memory[i] <= 32'h00000001;   
            end
            else if(i == 2) begin
                memory[i] <= 32'h00000002;   
            end
            else if(i == 1) begin
                memory[i] <= 32'h00000003;   
            end            
            else if(i == 1) begin
                memory[i] <= 32'h00000004;   
            end            
            else if(i == 1) begin
                memory[i] <= -32'h00000001;   
            end            
            else begin
                memory[i] <= 32'd0;
            end
        end
    end
	always @(posedge Clk) begin 
	Index <= Address[9:2]; 
        if (MemWrite == 1'b1) begin
            memory[Index] <= WriteData;
        end
    end    
      always @(*) begin 
      Index <= Address[9:2]; 
        if (MemRead == 1'b1) begin
           ReadData_out <= memory[Index];
        end
        else if (MemRead == 0) begin
           ReadData_out <= 32'h0; 
        end   
     end    
endmodule
`timescale 1ns / 1ps
module Memory_Stage(Clk,
                    Branch_EXMEM_Memory, MemRead_EXMEM_Memory, MemWrite_EXMEM_Memory, MuxLoad_EXMEM_Memory,
                    ALUResult_EXMEM_Memory_MEMWB, JRegControl_EXMEM_Memory, ZERO_EXMEM_Memory, RT_EXMEM_Memory,
                    PCAdder_EXMEM_Memory, RS_EXMEM_Memory,
                    Branch_Fetch, PCAdder_JReg_Memory_Fetch,
                    RT_Memory_MEMWB);
input Clk;
input wire Branch_EXMEM_Memory, MemRead_EXMEM_Memory, MemWrite_EXMEM_Memory, JRegControl_EXMEM_Memory, ZERO_EXMEM_Memory;
input wire [1:0] MuxLoad_EXMEM_Memory;
input wire [31:0] PCAdder_EXMEM_Memory,RS_EXMEM_Memory, ALUResult_EXMEM_Memory_MEMWB, RT_EXMEM_Memory;
output wire Branch_Fetch; 
output wire [31:0] RT_Memory_MEMWB, PCAdder_JReg_Memory_Fetch;
reg [31:0] Load_hw, Load_byte; 
wire [31:0] DataMemory_MuxLoad, SignExt_LoadData; 
wire [31:0] SEH_MuxLoad, SEB_MuxLoad;
Branch Branch_1(Branch_EXMEM_Memory, ZERO_EXMEM_Memory, Branch_Fetch);
DataMemory DataMemory_1(ALUResult_EXMEM_Memory_MEMWB, RT_EXMEM_Memory, Clk, MemWrite_EXMEM_Memory, MemRead_EXMEM_Memory, DataMemory_MuxLoad);
Mux32Bit3To1 MuxLoad(RT_Memory_MEMWB, DataMemory_MuxLoad, SEH_MuxLoad, SEB_MuxLoad, MuxLoad_EXMEM_Memory);
SignExtByte SEB_1(DataMemory_MuxLoad [7:0], SEB_MuxLoad);
SignExtension SEH_1(DataMemory_MuxLoad [15:0], SEH_MuxLoad);
Mux32Bit2To1 MuxJReg(PCAdder_JReg_Memory_Fetch, PCAdder_EXMEM_Memory, RS_EXMEM_Memory, JRegControl_EXMEM_Memory);
endmodule
`timescale 1ns / 1ps
module Mux32Bit2To1(out, inA, inB, sel);
    output reg [31:0] out;
    input [31:0] inA;
    input [31:0] inB;
    input sel;
    always@(*) begin
        out <= 32'dx; 
        if(sel == 0) begin
            out <= inA;
        end
        else if (sel == 1) begin 
            out <= inB;
        end
    end        
endmodule
`timescale 1ns / 1ps
module Mux32Bit3To1(out, inA, inB, inC, sel);
    input signed [31:0] inA;
    input signed [31:0] inB;
    input signed [31:0] inC;
    input [1:0] sel;
    output reg signed [31:0] out;
    always@(*) begin
        if(sel == 2'b00) begin
            out <= inA;
        end
        else if (sel == 2'b01) begin 
            out <= inB;
        end
        else if (sel == 2'b10) begin 
            out <= inC;
        end
    end        
endmodule
`timescale 1ns / 1ps
module SignExtByte(in, out);
    input [7:0] in;
    output reg [31:0] out;    
    always@(in) begin
        out <= 32'dx;
        if(in[7] == 0) begin
            out[7:0] <= in;
            out[31:8] <= 24'h0;
        end
        else if (in[7] == 1) begin
            out[7:0] <= in;
            out[31:8] <= 24'hFFFFFF; 
        end
    end
endmodule
`timescale 1ns / 1ps
module SignExtension(in, out);
    input [15:0] in;
    output reg [31:0] out;    
    always@(in) begin
        out <= 32'dx;
        if(in[15] == 0) begin
            out[15:0] <= in;
            out[31:16] <= 16'b0000000000000000;
        end
        else if (in[15] == 1) begin
            out[15:0] <= in;
            out[31:16] <= 16'b1111111111111111;
        end
    end
endmodule
--- /design/flow/run.sh ---
#!/bin/bash
# OpenROAD 26Q1-2900-gdf79404cd8, Yosys 0.63+post, stock flow scripts
make -C /OpenROAD-flow-scripts/flow DESIGN_CONFIG=/design/flow/config.mk WORK_HOME=/design/flow/orfs finish
==> datasheet_impl.txt <==
Table: implementation figures

Parameter                              Value

Status
  Tool error message .................. ERROR: Found 8 problems in 'check -assert'.
  Status .................. stopped before the end
  Stop stage .................. synthesis

Yosys
  Synth warnings .................. 6
  Unique masters post-synth .................. 7
  Portion of the post-synthesis area used by sequential elements .................. 0
  Cell count listed in synth_stat.txt .................. 78
  Area figure in the yosys stat output .................. 855 sq um
synth_stat cells (all sizes together):
master | instances | share of area
conb | 1 | 0.0044
buf | 44 | 0.43
mux2 | 32 | 0.55
and2 | 1 | 0.0073
cell families after synthesis:
logic type | Yosys count | share of synthesized area
muxes | 32 | 0.553
and+or+nand+nor | 1 | 0.00733
buffers and inverters | 44 | 0.435
other | 1 | 0.00439
